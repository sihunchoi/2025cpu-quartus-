## /design/flow/config.mk

```make
export PLATFORM = sky130hd
export DESIGN_NAME = be_logic_store
export DESIGN_NICKNAME = be_logic_store
export VERILOG_FILES = /design/flow/design.v
export SDC_FILE = /design/flow/constraint.sdc
export NUM_CORES = 4
export LEC_CHECK = 1
export CORE_AREA = 10 10 70 70
export DIE_AREA = 0 0 80 80
```

## /design/flow/design.v

```verilog
module be_logic_store(
    WD,
    Addr_Last2,
    funct3,
    BE_WD,
	ByteEnable
);
 input [31:0] WD;
 input [1:0] Addr_Last2;
 input [2:0] funct3;
output reg [31:0] BE_WD;
output reg [3:0] ByteEnable; 
	always@(*)
	begin
		if(funct3 == 3'b000)begin  
			if(Addr_Last2 == 2'b00)begin
				BE_WD = {24'h0,WD[7:0]};
				ByteEnable = 4'b0001;
			end
			else if(Addr_Last2 == 2'b01)begin
                BE_WD = {16'h0,WD[7:0],8'h0};
				ByteEnable = 4'b0010;	
			end
			else if(Addr_Last2 == 2'b10)begin
                BE_WD = {8'h0,WD[7:0],16'h0};
				ByteEnable = 4'b0100;
			end
			else if(Addr_Last2 == 2'b11)begin
                BE_WD = {WD[7:0],24'h0};
				ByteEnable =4'b1000;
			end
			else begin
				BE_WD = 32'b0;
				ByteEnable = 4'b0000;
			end
		 end
 	   else if(funct3 == 3'b001)begin  
		   if(Addr_Last2 == 2'b00)begin
                BE_WD = {16'h0,WD[15:0]};
				ByteEnable = 4'b0011;
		   end
		   else if(Addr_Last2 == 2'b10)begin
                BE_WD = {WD[15:0],16'h0};
			    ByteEnable = 4'b1100;
		   end
		   else begin
			    BE_WD = 32'b0;
				ByteEnable = 4'b0000;
		   end
	   end
	  else if(funct3 == 3'b010)begin  
				BE_WD = WD;
				ByteEnable = 4'b1111;
	  end
	  else begin
		BE_WD = 32'b0;
		ByteEnable = 4'b0000;
	  end
	end
endmodule
```

## /design/flow/constraint.sdc

```tcl
current_design be_logic_store

set clk_period 5.5
set clk_io_pct 0.2

create_clock -name clk0 -period $clk_period

set non_clock_inputs [all_inputs -no_clocks]
set_input_delay [expr $clk_period * $clk_io_pct] -clock clk0 $non_clock_inputs
set_output_delay [expr $clk_period * $clk_io_pct] -clock clk0 [all_outputs]
```

## /design/flow/run.sh

```bash
#!/bin/bash
# OpenROAD 26Q1-2900-gdf79404cd8, Yosys 0.63+post, stock flow scripts
make -C /OpenROAD-flow-scripts/flow DESIGN_CONFIG=/design/flow/config.mk WORK_HOME=/design/flow/orfs finish
```

==> run notes <==
Implementation results

The number of I/O port buffers is 73. The number of DRC markers after the initial detailed-route iteration is 33. Note, the detailed placer reported a final HPWL of 2.58 mm. The via count of the first global-routing pass is 837. For reference, the post-synthesis area per instance comes to 8.25 um2. The cell resize tally after clock tree synthesis is 0. The number of top-level pins is 73. The leakage power in the latest report is 0.476 nW. The share of cells above drive strength 1 is 7.69%. The antenna cell count is 0. The area of the core is 3420 um2. According to the timing report, the data required time at the worst endpoint equals 4.40 ns.

Summed over all instances, the cell type with the most area after synthesis is a22o_1. Setup repair after global routing left no endpoint under its margin. Across all layers, the routed design uses 808 vias. The element type at the critical path start is an input pin. The first global-routing pass estimated 4.57 mm of wire.

The tally of filler cells in the layout is 345. Per the OpenROAD floorplan log, the height of the die is 80 um. By area the synthesized netlist is led by a22o_1, a221o_1, and2_1. The final weighted congestion in routability-driven placement is 0.767. The clock period minus final worst setup slack is 4.65 ns.

The worst-margin pin slew is 0.870 ns. The multi-input combinational cell area is 469 um2. Registers take 0 um2. Including well taps, the total number of placed cells is 176. The overall track demand over capacity in global routing is 8.80%. For the final routed database, the setup TNS stands at 0 ns.

The initial antenna violation count is 0. Dividing total power by cell area gives a power density of 58.6 nW/um2. Per the post-route antenna check, the number of violating nets is 0. The mapped cell area is 503 um2.

The setup path with the least slack is of type in -> out. The post-CTS repair timing setup buffer count is 0. The maximum fanout encountered on the critical timing path is 9. OpenROAD reports that the post-layout worst path occupies 84.5% of the period. For reference, the final report shows the hold violation count at 0. At the worst endpoint, the arrival time is 3.55 ns. The synthesis-to-layout area growth is 151%. Per the synthesis report, the number of distinct cell types is 23.

According to the floorplan report, the die width is 80 um. Per the final report, max-transition violations number 0. Across the VDD grid, the largest voltage drop is 25.7 uV.

The worst hold path class is in -> out. The flop count is 0. The max-slew check reports its worst relative slack as 41.8%. The instance tally after logic synthesis is 61. Before placement the cells fill 14.7% of the core. Excluding fillers, the count of instances in the completed layout stands at 176. The yosys-reported design area after synthesis is 503 um2. Per the detail_route report, routed wire per instance is 17.4 um. The maximum number of pins on one net before global-route repair is 18.

STA classifies the critical path endpoint as an output pin. The count of synthesis-stage warnings from yosys is 1. The residual DRC count is 0. The proportion of netlist area held by the largest area contributor is 27.9%.

The highest attainable clock frequency is 215 MHz. The aggregate global routing overflow is 0. For reference, the placement row count at floorplan is 21. Hold repair after CTS inserted 0 buffers. The max capacitance violation total is 0. The total die size is 6400 um2.

Per the detail_route report, vias per standard cell equal 4.59. Hold timing on the final database bottoms out at a slack of 3.19 ns. The wire length reported by the detailed router is 3.07 mm.

The synth_stat.txt file lists the number of cells as 61. The number of setup violations in the final report is 0. The final total power is 0.0741 mW.

The pre-antenna-repair detailed-routing pass consisted of 4 iterations. The final layout report lists a clock buffer count of 0. The sequential area share after synthesis is 0%. The flow ran to the end, and the final reports show no timing, DRC or antenna violations. The number of logged tool warnings is 32.
[metal layers]
layer	global-route usage [%]	part of all wire (%)	vias up
met5	0	0	-
met4	0	0	0
met3	1.82	12	0
met2	13.7	42	53
met1	12.8	46	359
li1	-	-	396
[power by group]
group / switching, mW / internal, mW / total, mW
Sequential: 0 / 0 / 0
Clock: 0 / 0 / 0
Combinational: 0.0226 / 0.0514 / 0.0741
Total: 0.0226 / 0.0514 / 0.0741
[cell usage after synthesis (3+ instances only)]
cell     count
and2_1       8
a221o_1      8
buf_2        3
and3_1       8
a22o_1      16
[final timing paths]
check | cells past startpoint | start | slack (ns) | to
worst max-delay path | 5 | funct3[2] | 0.85 | BE_WD[12]
worst min-delay path | 3 | WD[21] | 3.19 | BE_WD[21]
[logic make-up after synthesis]
logic type	Yosys count	share of synthesized area [%]
compound gates	28	51.7
buf+inv	5	6.72
simple gates	28	41.5
[placed cells by master, fill, tap and decap left out]
| cell | n |
|---|---|
| a21oi_1 | 1 |
| a21oi_2 | 1 |
| a21oi_4 | 1 |
| a221o_1 | 8 |
| a22o_1 | 16 |
| and2_1 | 8 |
| and3_1 | 8 |
| buf_4 | 1 |
| clkdlybuf4s50_1 | 73 |
| nand3b_1 | 1 |
| nor2_1 | 1 |
| nor2_2 | 1 |
| nor2b_1 | 1 |
| nor3_1 | 1 |
| nor4b_2 | 1 |
| nor4b_4 | 1 |
| o22a_2 | 1 |
| or2_1 | 1 |
| or2_2 | 1 |
| or2b_1 | 1 |
| or3_2 | 1 |
| or4b_4 | 1 |
[critical path, stage by stage]
cell,delay [ns]
clkdlybuf4s50_1,0.60
nor4b_4,0.55
nor2b_1,0.57
a22o_1,0.24
clkdlybuf4s50_1,0.49
[final cells by class]
| class | count | area share, % |
|---|---|---|
| timing repair buffer | 74 | 58.4 |
| multi-input combinational | 56 | 37.1 |
| tap | 46 | 4.55 |
[through the flow]
| step | util, % | worst slack [ns] | instance area, um2 |
|---|---|---|---|
| 6_report | 37.0 | 0.852 | 1260 |
| 5_1_grt | 37.0 | 0.573 | 1260 |
| 4_1_cts | 37.0 | 0.867 | 1260 |
| 3_5_place_dp | 37.0 | 0.867 | 1260 |
| 3_3_place_gp | 37.0 | 0.875 | 1260 |
| 2_1_floorplan | - | 2.29 | 503 |
No activity file was given, so power comes from the tool's default toggle rates.
