==> flow/design.v <==
module be_logic_load(
    RD,
    Addr_Last2,
    funct3,
    BE_RD
);
 input [31:0] RD;
 input [1:0] Addr_Last2;
 input [2:0] funct3;
output reg [31:0] BE_RD; 
	 always@(*) 
    begin
            if(funct3 == 3'b000)   
            begin
                if(Addr_Last2 == 2'b00) begin
                    BE_RD = {{24{RD[7]}},RD[7:0]};
                end
                else if(Addr_Last2 == 2'b01) begin
                    BE_RD = {{24{RD[15]}},RD[15:8]};
                end
                else if(Addr_Last2 == 2'b10) begin
                    BE_RD = {{24{RD[23]}},RD[23:16]};
                end
                else if(Addr_Last2 == 2'b11) begin
                    BE_RD = {{24{RD[31]}},RD[31:24]};
                end
                else begin
                    BE_RD = 32'b0;
                end
            end
            else if(funct3 == 3'b001 ) begin  
                if(Addr_Last2 == 2'b00) begin
                    BE_RD = {{16{RD[15]}},RD[15:0]};
                end
                else if(Addr_Last2 == 2'b10) begin
                    BE_RD = {{16{RD[31]}},RD[31:16]};
                end
                 else begin
                    BE_RD = 32'b0;
                end
            end
            else if(funct3 == 3'b010) begin  
                BE_RD = RD; 
            end
            else if(funct3 == 3'b100) begin  
                if(Addr_Last2 == 2'b00) begin
                    BE_RD = {24'h0,RD[7:0]}; 
				end
                else if(Addr_Last2 == 2'b01) begin
                    BE_RD = {24'h0,RD[15:8]}; 
                end
                else if(Addr_Last2 == 2'b10) begin
                    BE_RD = {24'h0,RD[23:16]}; 
                end
                else if(Addr_Last2 == 2'b11) begin
                    BE_RD = {24'h0,RD[31:24]}; 
                end
                 else begin
                    BE_RD = 32'b0;
                end
            end
            else if(funct3 == 3'b101) begin   
                if(Addr_Last2 == 2'b00) begin
                    BE_RD = {16'h0,RD[15:0]};
                end
                else if(Addr_Last2 == 2'b10) begin
                    BE_RD = {16'h0,RD[31:16]};
                 end
                 else begin
                    BE_RD = 32'b0;
                end
            end
            else begin
                BE_RD = RD;
               end      
    end
endmodule
==> flow/run.sh <==
#!/bin/bash
# OpenROAD 26Q1-2900-gdf79404cd8, Yosys 0.63+post, stock flow scripts
make -C /OpenROAD-flow-scripts/flow DESIGN_CONFIG=/design/flow/config.mk WORK_HOME=/design/flow/orfs finish
==> flow/config.mk <==
export PLATFORM = sky130hd
export DESIGN_NAME = be_logic_load
export DESIGN_NICKNAME = be_logic_load
export VERILOG_FILES = /design/flow/design.v
export SDC_FILE = /design/flow/constraint.sdc
export NUM_CORES = 4
export LEC_CHECK = 1
export CORE_AREA = 10 10 78 78
export DIE_AREA = 0 0 88 88
==> flow/constraint.sdc <==
current_design be_logic_load

set clk_period 4.8
set clk_io_pct 0.2

create_clock -name clk0 -period $clk_period

set non_clock_inputs [all_inputs -no_clocks]
set_input_delay [expr $clk_period * $clk_io_pct] -clock clk0 $non_clock_inputs
set_output_delay [expr $clk_period * $clk_io_pct] -clock clk0 [all_outputs]
==> ci_impl_report.md <==
### Metrics collected by this job

| Metric | Value |
|---|---|
| Drt initial violations | 23 |
| Logic pwr share | 1.000 |
| Switching share of total power | 0.339 |
| Hold WC Path Type | in -> out |
| Initial antenna violation count | 0 |
| P_sw | 49.3 uW |
| Pre-antenna DRT Iters | 4 |
| Int Power | 96.1 uW |
| Pwr/cell area | 97.6 nW/um^2 |
| Critical Path Start Type | input pin |
| Gates resized, CTS repair | 0 |
| Via count | 1086 |
| Sequential element share of the synthesized area | 0 |
| Global placement routability congestion | 0.760 |
| Fillers | 472 |
| Post-route setup slack | 864 ps |
| Flop Count | 0 |
| CP Data Required Time | 3840 ps |
| Ports | 69 |
| GRT Max-Usage Layer | met2 |
| # hold bufs at CTS | 0 |
| Number of global-route vias before repair | 1144 |
| Critical path capture point type | primary output |
| Logic area | 652 sq um |
| # rows | 24 |
| Tcrit/Tclk final | 0.820 |
| Max Clk Rate | 0.254 GHz |
| Placed wire-length estimate | 3.08 mm |
| WL per Instance | 15.8 um |
| FP Core Util | 0.164 |
| Final Hold Fails | 0 |
| Largest net degree at the start of global routing | 24 |
| PortBufs | 69 |
| Max_slew headroom | 0.725 |
| Number of cells in Yosys stat | 117 |
| Synthesized area | 726 sq um |
| Final Max Slew Viols | 0 |
| Minimum clock period | 3940 ps |
| Die width | 88 um |
| Chip area line of the yosys report | 726 sq um |
| First-pass GRT wire length | 5.80 mm |
| DIE AREA | 7740 sq um |
| DRC errors left | 0 |
| Grt met2 use | 0.159 |
| Crit Path Max Fanout | 7 |
| Diode count | 0 |
| RSZ-0062 raised after global routing | no |
| Setup Buffers After CTS | 0 |
| Leakage | 0.000648 uW |
| Detailed Route WL | 3.72 mm |
| Worst-Margin Slew | 409 ps |
| Clock buffer cells | 0 |
| Peak supply drop | 0.0266 mV |
| Vias per Instance | 4.62 |
| Die height | 88 um |
| Final ANT Viol Nets | 0 |
| OpenROAD warning count | 32 |
| Sequential Power Share | 0 |
| Layout cells sized above 1 | 0.0820 |
| Yosys Warn Count | 1 |
| Area of the core | 4410 sq um |
| Total congestion overflow | 0 |
| Core Util, Final | 0.338 |
| Clock Power Share | 0 |
| Critical path data arrival time | 2980 ps |
| Post-Syn Instances | 117 |
| Status | complete, no violations |
| Mapped Avg Cell Area | 6.20 sq um |
| Unique cell types | 29 |
| Max_cap viols | 0 |
| Sequential cell area | 0 sq um |
| Setup TNS | 0 ps |
| Met3 Track Usage GR | 0.0271 |
| Area Overhead vs Synth | 105% |
| Tot GR Track Use | 0.0925 |
| Endpoints failing setup | 0 |
| Met1 Resource Use GR | 0.119 |
| Pre-CTS setup slack | 854 ps |
| Critical path class | in -> out |
==> worst paths after layout <==
check | slack, ps | from | cells after the start | end
min | 2850 | RD[22] | 4 | BE_RD[22]
max | 860 | Addr_Last2[0] | 5 | BE_RD[9]
==> final cells by class <==
type               instances  area share
inverters                  4      0.0101
multi-input cells        101       0.437
repair buffers            78       0.509
well taps                 52      0.0437
==> cell usage in the layout (no fill, tap or decap) <==
cell type / synthesis / final
a21o_1: 4 / 4
a22o_1: 3 / 3
a22oi_1: 5 / 5
xor2_1: 1 / 1
buf_4: 1 / 9
a221oi_1: 2 / 2
mux4_2: 1 / 1
nor2_1: 6 / 6
nor4_1: 1 / 1
and3b_1: 1 / 1
nor3b_1: 1 / 1
nor3_1: 1 / 1
a21oi_1: 5 / 5
inv_1: 3 / 3
o221a_2: 2 / 2
clkinv_1: 1 / 1
o21ai_0: 2 / 2
clkdlybuf4s50_1: 0 / 69
nor2b_1: 7 / 7
nand2_1: 36 / 36
mux2_2: 2 / 2
mux2i_1: 3 / 3
a221o_1: 7 / 7
nand2b_1: 3 / 3
a32oi_2: 1 / 1
o32a_1: 3 / 3
o221ai_1: 4 / 4
==> synthesized netlist by cell type <==
master	instances	share of area
mux2i_1	3	0.041
o21ai_0	2	0.014
o32a_1	3	0.041
a221o_1	7	0.097
a22oi_1	5	0.052
nor2_1	6	0.031
mux4_2	1	0.031
inv_1	3	0.016
o221ai_1	4	0.048
buf_4	1	0.010
buf_2	2	0.014
a221oi_1	2	0.024
xor2_1	1	0.012
a22o_1	3	0.036
o221a_2	2	0.031
buf_6	1	0.016
nand2b_1	3	0.026
nor3b_1	1	0.010
nor3_1	1	0.0069
and3b_1	1	0.012
a32oi_2	1	0.022
nand2_1	36	0.19
a21oi_1	5	0.034
nor4_1	1	0.0086
mux2_2	2	0.031
nor2b_1	7	0.060
a21o_1	4	0.041
clkinv_1	1	0.0052
clkbuf_1	8	0.041
==> worst max-delay path, cell delays in order <==
cell	delay, ps
clkdlybuf4s50_1	500
mux4_2	490
and3b_1	300
a221o_1	290
clkdlybuf4s50_1	440
==> through the flow <==
stage                     hold WS (ps)  power (uW)  instance area [sq um]  std cells
final                             2850         145                   1490        235
after global routing              2910         161                   1490        235
after CTS                         2860         148                   1490        235
after detailed placement          2860         147                   1490        235
after global placement            2840         148                   1490        235
after floorplan                   1980        49.3                    726        117
==> metal layers <==
metal / wire length [um] / part of all wire / up-vias
li1: - / - / 570
met1: 1620 / 0.44 / 475
met2: 1730 / 0.47 / 41
met3: 366 / 0.098 / 0
met4: 0 / 0 / 0
met5: 0 / 0 / -
==> power by group through the flow <==
stage,logic [uW],clock network (uW),registers (uW)
final,145,0,0
after global routing,161,0,0
after CTS,148,0,0
==> cells by family after synthesis <==
logic type / Yosys count / synth area share
AND-OR/OR-AND: 38 / 0.441
buffers and inverters: 16 / 0.102
XOR/XNOR: 1 / 0.0121
AND/OR/NAND/NOR: 56 / 0.341
multiplexers: 6 / 0.103
Power figures rest on the tool's default switching activity, not on a simulated workload.
